File: design/flow/run.sh
#!/bin/bash
# OpenROAD 26Q1-2900-gdf79404cd8, Yosys 0.63+post, stock flow scripts
make -C /OpenROAD-flow-scripts/flow DESIGN_CONFIG=/design/flow/config.mk WORK_HOME=/design/flow/orfs finish
File: design/flow/design.v
module dualport_ram (rst,clk,we,re,wr_data,wr_addr,rd_addr,rd_data);
parameter width = 8;
parameter depth = 16;
parameter size = 4;
input rst,clk,we,re;
input[width-1:0]wr_data;
input[size-1:0]wr_addr,rd_addr;
output reg [width-1:0]rd_data =0;
reg [width-1:0] mem [depth-1:0];
integer i =0;
    always@(posedge clk)
    begin
        if(rst)
        begin
            rd_data <= 0;
            for(i=0;i<=depth;i=i+1)
                mem[i] <= 0;
                rd_data <= 0;
        end
        else
        begin
            if(we)
                mem[wr_addr] <= wr_data;
            if(re)
                rd_data <= mem[rd_addr];
        end
    end
endmodule
File: design/flow/config.mk
export PLATFORM = sky130hd
export DESIGN_NAME = dualport_ram
export DESIGN_NICKNAME = dualport_ram
export VERILOG_FILES = /design/flow/design.v
export SDC_FILE = /design/flow/constraint.sdc
export NUM_CORES = 4
export LEC_CHECK = 1
export CORE_UTILIZATION = 40
File: design/flow/constraint.sdc
current_design dualport_ram

set clk_period 5.8
set clk_io_pct 0.2

create_clock -name clk0 -period $clk_period [get_ports {clk}]

set non_clock_inputs [all_inputs -no_clocks]
set_input_delay [expr $clk_period * $clk_io_pct] -clock clk0 $non_clock_inputs
set_output_delay [expr $clk_period * $clk_io_pct] -clock clk0 [all_outputs]
==> insert_results.sql <==
-- load yosys + openroad results
INSERT INTO impl_metrics (metric_group, metric, value, unit) VALUES
('run_status', 'status', 'finished, final reports clean', ''),
('routing', 'route.antenna.remaining_nets', '0', ''),
('die', 'dieArea', '16100', 'µm²'),
('finish', 'layout_cells_sized_above_1', '11.5', '%'),
('placed_design', 'postPlaceCellArea', '6670', 'µm²'),
('synth', 'post_synth_instance_area', '6220', 'µm²'),
('cts', 'cts.repair_timing.setup_buffer_count', '0', ''),
('die', 'core-area', '15200', 'µm²'),
('sta', 'setup-violations-final', '0', ''),
('min_path', 'hold_path.class', 'flop to flop', ''),
('critical_path', 'r2r_cells', '4', ''),
('synth', 'post-synth-top-area-fraction', '61.7', '%'),
('placed_design', 'post-dp-hpwl', '9330', 'µm'),
('synth', 'asyncSetResetFlopFracSynth', '0', '%'),
('cts', 'clockRootBuffer', 'sky130_fd_sc_hd__clkbuf_16', ''),
('finish', 'final_std_cell_area_no_fill', '7300', 'µm²'),
('finish', 'areaGrowthSynthToFinish', '17.3', '%'),
('cts', 'worst_setup_hold_path_clk_slew', '0.06', 'ns'),
('synth', 'ys_dominant_reg_cell', 'sky130_fd_sc_hd__edfxtp_1', ''),
('synth', 'edf_count', '128', ''),
('global_route', 'grt_antenna_before_repair', '0', ''),
('global_route', 'global_route.overflow_total', '0', ''),
('sta', 'setup_ws', '2.83', 'ns'),
('critical_path', 'critical_path_at', '3.08', 'ns'),
('min_path', 'worst_hold_path.num_cells', '2', ''),
('sta', 'worstMarginPinSlew', '0.755', 'ns'),
('sta', 'period_used_share', '51.3', '%'),
('finish', 'fillerInstances', '1295', ''),
('sta', 'clock-skew-final', '0.00522', 'ns'),
('routing', 'firstDrtPassIters', '4', ''),
('critical_path', 'worst-path-max-fanout', '23', ''),
('finish', 'layout.area.seq', '4000', 'µm²'),
('synth', 'synth_stat.cells', '470', ''),
('power', 'pwr_density_cell', '332', 'nW/µm²'),
('routing', 'num_vias', '3579', ''),
('sta', 'finalSetupTns', '0', 'ns'),
('sta', 'maxSlewViolCount', '0', ''),
('placed_design', 'port_buffers', '27', ''),
('flow_run', 'openroad.warnings', '25', ''),
('global_route', 'global_route_wire_length_before_repair', '21300', 'µm'),
('synth', 'ys_seq_elements', '136', ''),
('cts', 'cts-hold-fix-buffers', '0', ''),
('power', 'totalPowerFinal', '2430', 'µW'),
('synth', 'synth.lib_cells_used.distinct', '22', ''),
('cts', 'number_of_levels_in_the_clock_h_tree', '4', ''),
('routing', 'n_antenna_cell', '0', ''),
('critical_path', 'start_kind', 'input port', ''),
('die', 'die-width', '127', 'µm'),
('critical_path', 'crit_required', '5.90', 'ns'),
('synth', 'synth.largest_area_cell', 'sky130_fd_sc_hd__edfxtp_1', ''),
('routing', 'drt-vias-per-instance', '5.12', ''),
('routing', 'drtIter0Drc', '253', ''),
('synth', 'largest_cells_by_area_after_synthesis', 'sky130_fd_sc_hd__edfxtp_1, sky130_fd_sc_hd__and2_1, sky130_fd_sc_hd__mux2i_1', ''),
('global_route', 'first_global_vias', '3766', ''),
('cts', 'clk_path_buf_depth', '2', ''),
('synth', 'synth.yosys.chip_area', '6220', 'µm²'),
('routing', 'routed_length_per_placed_instance', '19.3', 'µm'),
('flow_run', 'timing.max_cap.violations', '0', ''),
('die', 'core_util_floorplan', '40.9', '%'),
('die', 'height_of_the_die', '127', 'µm'),
('cts', 'cts-buffers-inserted', '17', ''),
('cts', 'clock_sink_count', '136', ''),
('sta', 'grt_setup_unrepaired', 'false', ''),
('synth', 'syn-instance-count', '470', ''),
('power', 'vdd_ir_drop_max', '0.197', 'mV'),
('routing', 'drc', '0', ''),
('critical_path', 'setup.worst_path.end_class', 'flop', ''),
('placed_design', 'post-place-ws', '2.41', 'ns'),
('synth', 'synth.most_common_cell', 'sky130_fd_sc_hd__and2_1', ''),
('die', 'fp-row-count', '45', ''),
('synth', 'post_synth_most_frequent_cells', 'sky130_fd_sc_hd__and2_1, sky130_fd_sc_hd__edfxtp_1, sky130_fd_sc_hd__mux2i_1, sky130_fd_sc_hd__a22oi_1, sky130_fd_sc_hd__nand3_1', '');
==> layout by cell type, fill, tap and decap left out <==
cell type,netlist,layout
sky130_fd_sc_hd__and2_1,129,129
sky130_fd_sc_hd__edfxtp_1,128,128
sky130_fd_sc_hd__mux2i_1,64,64
sky130_fd_sc_hd__clkdlybuf4s50_1,0,26
sky130_fd_sc_hd__a22oi_1,24,24
sky130_fd_sc_hd__nand3_1,24,24
sky130_fd_sc_hd__nand2_1,17,17
sky130_fd_sc_hd__clkbuf_16,0,17
sky130_fd_sc_hd__or2_2,16,16
sky130_fd_sc_hd__nor2_1,11,11
sky130_fd_sc_hd__a21oi_1,8,8
sky130_fd_sc_hd__dfxtp_1,8,8
sky130_fd_sc_hd__buf_4,0,7
sky130_fd_sc_hd__clkinvlp_4,0,5
sky130_fd_sc_hd__bufinv_16,0,4
sky130_fd_sc_hd__nor2_2,3,3
sky130_fd_sc_hd__nor3_1,3,3
sky130_fd_sc_hd__nand2b_1,2,2
sky130_fd_sc_hd__nand4bb_1,2,2
sky130_fd_sc_hd__nor2b_1,2,2
sky130_fd_sc_hd__inv_6,0,2
sky130_fd_sc_hd__clkinv_4,0,2
sky130_fd_sc_hd__or4b_4,1,1
sky130_fd_sc_hd__nand4b_1,1,1
sky130_fd_sc_hd__nor3_2,1,1
sky130_fd_sc_hd__nor3b_1,1,1
sky130_fd_sc_hd__nand3b_1,1,1
sky130_fd_sc_hd__clkinv_1,0,1
sky130_fd_sc_hd__clkinv_2,0,1
==> critical path, cell delays in order <==
cell and delay, ns:
sky130_fd_sc_hd__clkdlybuf4s50_1 0.39, sky130_fd_sc_hd__buf_4 0.21, sky130_fd_sc_hd__nand4bb_1 0.42, sky130_fd_sc_hd__nor3_1 0.57, sky130_fd_sc_hd__or2_2 0.32
==> worst paths after layout <==
kind	start	to	slack, ns
worst max-delay path	rst	mem[4][7]	2.83
worst min-delay path	rd_data[2]	rd_data[2]	0.45
worst max register to register	mem[1][2]	rd_data[2]	4.67
worst min register to register	rd_data[2]	rd_data[2]	0.45
==> stage by stage <==
stage          cells  utilization [%]  hold WS (ns)
2_1_floorplan    470                -         0.402
3_3_place_gp     667             43.9         0.447
3_5_place_dp     667             43.9         0.441
4_1_cts          699             48.0         0.454
5_1_grt          699             48.0         0.478
6_report         699             48.0         0.448
==> cell type report <==
| type | instances | share of cell area [%] |
|---|---|---|
| clock buffers | 17 | 5.83 |
| clock inverters | 15 | 2.76 |
| multi-input cells | 310 | 29.1 |
| flip-flops and latches | 136 | 54.8 |
| well taps | 188 | 3.22 |
| repair buffers | 33 | 4.28 |
==> layer usage <==
layer / share of wire (%) / track usage, %
met1: 45 / 30.5
met2: 45 / 28.1
met3: 8.2 / 7.52
met4: 1.7 / 3.08
met5: 0 / 0
==> cell families (layout without fill, tap and decap cells) <==
| logic type | count (synthesis) | count (layout) | share of synthesized area (%) |
|---|---|---|---|
| and+or+nand+nor | 214 | 214 | 20.3 |
| DFF | 136 | 136 | 64.3 |
| AOI/OAI and AO/OA | 32 | 32 | 3.54 |
| muxes | 64 | 64 | 10.3 |
| buffers and inverters | 24 | 65 | 1.59 |
==> registers in the layout, summed over array words and instances, names as in the netlist <==
register and flops:
mem 128, rd_data 8
==> report_power, final <==
part / switching (µW) / internal, µW / leakage (µW)
sequential: 19.4 / 1130 / 0.00129
clock: 395 / 720 / 0.000290
combinational: 97.1 / 65.0 / 0.00113
total: 511 / 1920 / 0.00271
Power and IR drop assume default switching activity.
