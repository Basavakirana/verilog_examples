==> flow/config.mk <==
export PLATFORM = sky130hd
export DESIGN_NAME = singleport_ram
export DESIGN_NICKNAME = singleport_ram
export VERILOG_FILES = /design/flow/design.v
export SDC_FILE = /design/flow/constraint.sdc
export NUM_CORES = 4
export LEC_CHECK = 1
export CORE_UTILIZATION = 40
==> flow/constraint.sdc <==
current_design singleport_ram

set clk_period 2.7
set clk_io_pct 0.2

create_clock -name clk0 -period $clk_period [get_ports {clk}]

set non_clock_inputs [all_inputs -no_clocks]
set_input_delay [expr $clk_period * $clk_io_pct] -clock clk0 $non_clock_inputs
set_output_delay [expr $clk_period * $clk_io_pct] -clock clk0 [all_outputs]
==> flow/design.v <==
module singleport_ram(clk,addr,data_in,we,data_out);
parameter width = 8;
parameter depth = 16;
parameter size = 4;
input clk,we;
input[size-1:0]addr;
input[width-1:0]data_in;
output reg [width-1:0] data_out =0;
reg[width-1:0]mem[depth-1:0];
    always@(posedge clk)
    begin
        if(we)
            mem[addr] <= data_in;
        else
            data_out <= mem[addr];
    end
endmodule
==> flow/run.sh <==
#!/bin/bash
# OpenROAD 26Q1-2900-gdf79404cd8, Yosys 0.63+post, stock flow scripts
make -C /OpenROAD-flow-scripts/flow DESIGN_CONFIG=/design/flow/config.mk WORK_HOME=/design/flow/orfs finish
==> results.sh <==
# physical design summary
export IMPL_fin_tns_setup_ns=0
export IMPL_worst_slew_pin_slew_ns=0.685
export IMPL_numSynthFlops=136
export IMPL_clk_latency_ns=0.40
export IMPL_report_power_total_mw=4.73
export IMPL_pwr_share_seq_pct=50.7
export IMPL_reg2reg_to="data_out[5]$_DFFE_PN_"
export IMPL_wl_per_cell_um=19.2
export IMPL_vias=2387
export IMPL_switchingPower_mw=0.897
export IMPL_grt_max_degree=28
export IMPL_rsz0062_at_grt="no"
export IMPL_hpwlAfterDp_um=6250
export IMPL_synth_cell_types=18
export IMPL_drt_initial_drc_count=159
export IMPL_wl_met1_um=3690
export IMPL_area_leaders="edfxtp_1 (79%), mux4_2 (14%), a22oi_1 (2.3%)"
export IMPL_post_cts_setup_buffers=0
export IMPL_fmax_mhz=500
export IMPL_finalCritPeriodShare_pct=74.1
export IMPL_status="completed"
export IMPL_grt_pass1_vias=2653
export IMPL_ys_cells=231
export IMPL_lay_top_cells="edfxtp_1 (136), mux4_2 (32), buf_4 (27)"
export IMPL_clk_path_buf_depth=2
export IMPL_finalSetupViolCount=0
export IMPL_dr_pass1_iters=4
export IMPL_portBuffers=21
export IMPL_die_area_um2=13300
export IMPL_row_count=41
export IMPL_crit_arrival_ns=2.14
export IMPL_holdCritPathClass="flop to flop"
export IMPL_fp_util_pct=41.0
export IMPL_synth_seq_share_pct=79.3
export IMPL_place_congestion=0.785
export IMPL_numCtsBuffers=17
export IMPL_instances_no_fill=473
export IMPL_drive_gt1_share_pct=29.2
export IMPL_syn_area_per_cell_um2=22.3
export IMPL_cp_required_ns=2.84
export IMPL_antenna_cells=0
export IMPL_grt_usage_pct=16.9
export IMPL_antenna_found_initial=0
export IMPL_lay_top_count="edfxtp_1"
export IMPL_crit_path_end_kind="flop"
export IMPL_reg2reg_depth=3
export IMPL_ys_warn_count=1
export IMPL_maxCapViolCount=0
export IMPL_cts_resized=0
export IMPL_max_slew_margin_pct=54.3
export IMPL_finalClockSkew_ns=0.00694
export IMPL_power_frac_comb_pct=4.9
export IMPL_warnings=25
export IMPL_grt_remaining_overflow=0
export IMPL_worstSetupPathType="input pin to flop"
export IMPL_clockPowerShare_pct=44.4
export IMPL_totalWireLength_um=9100
export IMPL_htreeDepth=4
export IMPL_slew_violations=0
export IMPL_cp_max_fo=13
export IMPL_pin_count=22
export IMPL_p_int_mw=3.83
export IMPL_top_area_share_pct=79.3
export IMPL_clock_sinks=136
export IMPL_p_per_area_nw_per_um2=754
export IMPL_setup_worst_path_start_class="input pin"
export IMPL_crit_reg2reg_launch="mem[2][5]$_DFFE_PP_"
export IMPL_remaining_drc_errors=0
export IMPL_ir_drop_mv=0.435
export IMPL_yosysChipArea_um2=5150
export IMPL_coreArea_um2=12600
export IMPL_yosys_area_top_type="edfxtp_1"
export IMPL_wl_met3_um=916
export IMPL_cts_tree="yes"
export IMPL_die_y_um=115
export IMPL_ctsRootBufferMaster="clkbuf_16"
export IMPL_synth_area_um2=5150
export IMPL_worstHoldEndpoint="data_out[3]$_DFFE_PN_"
export IMPL_area_growth_pct=21.8
export IMPL_hold_viol=0
export IMPL_ant_nets=0
export IMPL_netlist_instances=231
export IMPL_period_minus_slack_ns=2.00
export IMPL_p_leak_nw=2.05
export IMPL_clkTransAtPathRegs_ns=0.05
export IMPL_chipWidth_um=115
export IMPL_worstHoldStart="mem[15][3]$_DFFE_PP_"
export IMPL_routed_top_layer="met4"
export IMPL_placedCellCount=441
export IMPL_route_met2_wl_um=4450
export IMPL_switching_share_pct=19.0
export IMPL_ff2ff_setup_slack_ns=1.16
export IMPL_hold_buffers=0
export IMPL_grt_pass1_wl_um=14900
export IMPL_whs_path_depth=3
export IMPL_via_per_inst=5.05
[cells in the mapped netlist (all sizes together)]
master / count
a22oi: 16
mux4: 32
nor2: 13
inv: 1
or3: 1
and2: 1
edfxtp: 136
nand3b: 2
nand2b: 2
buf: 8
nand3: 1
clkbuf: 3
nor2b: 2
nor3: 4
nand2: 9
[worst max-delay path: stages]
cell and delay (ns):
buf_2 0.37, buf_4 0.27, mux4_2 0.53, a22oi_1 0.33, nand2_1 0.10
[registers in the layout, indices dropped and copies added (netlist names)]
register  flops
data_out      8
mem         128
[logic make-up after synthesis]
family                 synth area share (%)
AND/OR/NAND/NOR                        3.11
multiplexers                           14.0
flip-flops                             79.3
AND-OR/OR-AND                          2.33
buffers and inverters                  1.24
[layout make-up]
type / instances / area, um2
Multi-Input combinational cell: 83 / 1000
Timing Repair Buffer: 49 / 423
Tap cell: 172 / 215
Sequential cell: 136 / 4080
Clock inverter: 12 / 109
Inverter: 1 / 3.75
Fill cell: 954 / 6300
Clock buffer: 20 / 437
[power groups by stage]
stage / logic, mW / clock network (mW) / registers [mW]
6_report: 0.233 / 2.10 / 2.40
4_1_cts: 0.237 / 2.13 / 2.40
5_1_grt: 0.257 / 2.24 / 2.40
[worst max path at each step]
| stage | end | startpoint |
|---|---|---|
| 4_1_cts | data_out[7]$_DFFE_PN_ | addr[0] |
| 5_1_grt | data_out[2]$_DFFE_PN_ | addr[0] |
| 6_report | data_out[7]$_DFFE_PN_ | addr[0] |
[per-stage QoR]
| step | utilization, % | hold WS (ns) | setup slack [ns] | area (um2) |
|---|---|---|---|---|
| 2_1_floorplan | - | 0.639 | 0.674 | 5150 |
| 3_3_place_gp | 45.6 | 0.745 | 0.346 | 5730 |
| 3_5_place_dp | 45.6 | 0.750 | 0.323 | 5730 |
| 4_1_cts | 49.9 | 0.759 | 0.709 | 6270 |
| 5_1_grt | 49.9 | 0.791 | 0.611 | 6270 |
| 6_report | 49.9 | 0.752 | 0.698 | 6270 |
[per-layer routing]
| layer | GRT usage [%] | vias up |
|---|---|---|
| met5 | 0 | - |
| met4 | 1.47 | 0 |
| met3 | 9.48 | 2 |
| met2 | 25.1 | 104 |
| met1 | 25.2 | 1195 |
| li1 | - | 1086 |
