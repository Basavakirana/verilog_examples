`flow/constraint.sdc`:
```
current_design pri_enco

set clk_period 1.0
set clk_io_pct 0.2

create_clock -name clk0 -period $clk_period

set non_clock_inputs [all_inputs -no_clocks]
set_input_delay [expr $clk_period * $clk_io_pct] -clock clk0 $non_clock_inputs
set_output_delay [expr $clk_period * $clk_io_pct] -clock clk0 [all_outputs]
```
`flow/run.sh`:
```
#!/bin/bash
# OpenROAD 26Q1-2900-gdf79404cd8, Yosys 0.63+post, stock flow scripts
make -C /OpenROAD-flow-scripts/flow DESIGN_CONFIG=/design/flow/config.mk WORK_HOME=/design/flow/orfs finish
```
`flow/config.mk`:
```
export PLATFORM = sky130hd
export DESIGN_NAME = pri_enco
export DESIGN_NICKNAME = pri_enco
export VERILOG_FILES = /design/flow/design.v
export SDC_FILE = /design/flow/constraint.sdc
export NUM_CORES = 4
export LEC_CHECK = 1
export CORE_AREA = 10 10 70 70
export DIE_AREA = 0 0 80 80
```
`flow/design.v`:
```
module bin_enco(input[7:0]i,output[2:0]y);
assign y[0]=i[1]|i[3]|i[5]|i[7];
assign y[1]=i[2]|i[3]|i[6]|i[7];
assign y[2]=i[4]|i[5]|i[6]|i[7];
endmodule
module pri_ckt(input [7:0]i,output[7:0]h,output idle);
assign h[7]=i[7];
assign h[6]=i[6]&(~i[7]);
assign h[5]=i[5]&(~i[6])&(~i[7]);
assign h[4]=i[4]&(~i[5])&(~i[6])&(~i[7]);
assign h[3]=i[3]&(~i[4])&(~i[5])&(~i[6])&(~i[7]);
assign h[2]=i[2]&(~i[3])&(~i[4])&(~i[5])&(~i[6])&(~i[7]);
assign h[1]=i[1]&(~i[2])&(~i[3])&(~i[4])&(~i[5])&(~i[6])&(~i[7]);
assign h[0]=i[0]&(~i[1])&(~i[2])&(~i[3])&(~i[4])&(~i[5])&(~i[6])&(~i[7]);
assign idle=(~i[0])&(~i[1])&(~i[2])&(~i[3])&(~i[4])&(~i[5])&(~i[6])&(~i[7]);
endmodule
module pri_enco(input[7:0]i,output [2:0]y,output idle);
wire[7:0]h;
pri_ckt p1(i,h,idle);
bin_enco b1(h,y);
endmodule
```
==> Slide: Implementation Results <==
Run Summary

Status
  • Outcome: finished with violations
  • Failing checks: setup timing

Final timing
  • Max_slew headroom: 0.872
  • Final Hold Violating Endpoints: 0
  • Slew @ Worst Pin: 191 ps
  • Setup violations, final: 1
  • RSZ-0062 raised after global routing: true
  • Max Fclk: 963 MHz
  • Fin crit share: 1.04
  • Max-slew violation count: 0
  • PnR worst setup slack: -37.9 ps
  • Minimum clock period after layout: 1040 ps

Detailed routing
  • WL per Instance: 6.44 um
  • DR iter-0 viols: 5
  • Avg Vias per Cell: 1.95
  • Via Count: 146
  • DRC Markers: 0
  • Antenna Violating Nets Remaining: 0
  • DR pass1 iterations: 2
  • Diodes inserted: 0
  • Total Wirelength: 483 um

Place
  • Port bufs: 12
  • DP Area: 268 um^2
  • Routability-driven placement congestion ratio: 0.655
  • Half-perimeter wire length after placement: 411 um
  • Dpl cells: 72
  • Pre-CTS WS: -838 ps

Synth
  • # Cells Yosys: 11
  • Yosys stat area: 67.6 um^2
  • Seq share, synth: 0
  • Syn_area_per_cell: 6.14 um^2
  • Largest cells by area: nor4b_2 (22%), o31ai_1 (22%), a21oi_1 (15%), inv_1 (11%), nor2_1 (11%)
  • Post-Syn Instances: 11
  • Netlist cell types: 7
  • Cell Area, Synth: 67.6 um^2
  • Largest area contributor in the netlist: nor4b_2
  • YS warnings: 0
  • Top cell area share: 0.222

Floorplan
  • Initial Util: 0.0198
  • Die Wd: 80 um
  • # rows: 21
  • Chip height: 80 um
  • Core Region: 3420 um^2
  • # IOs: 12
  • Die Footprint: 6400 um^2

Setup path
  • Req. time, crit path: 800 ps
  • Worst path max stage delay: 250 ps
  • Crit path cell chain: dlygate4sd2_1 > nor4b_4 > buf_2
  • Critical path fanouts, max: 1
  • Startpoint Class: primary input
  • Max stage delay cell, worst path: dlygate4sd2_1
  • CP Class: primary input to primary output
  • CP arrival: 840 ps
  • Critical Path Sink Type: primary output

Global route
  • Vias in the first global route: 162
  • First-pass GRT wire length: 724 um
  • Congestion Overflow GR: 0
  • Initial antenna violation count: 0
  • GRT Total Usage: 0.0132
  • Largest net degree at the start of global routing: 3

Pwr
  • Total power: 92.5 uW
  • Max IR drop VDD: 33.7 uV
  • Pwr dens: 292 nW/um^2
  • P_leak: 0.000130 uW

Run
  • Tool warnings: 34
  • Max cap viols: 0

Final layout
  • Clock Buffer Count: 0
  • Finished Layout Cells: 75
  • Final Cell Area: 317 um^2
  • Layout cells sized above 1: 0.897
  • FF+latch area: 0 um^2
  • Fillers: 398
  • Area grow syn2layout: 369%
  • Flops: 0

Clock tree
  • Hold_buf cts: 0

Worst hold path
  • HP Class: primary input to primary output
  • Hold path cells: 4
==> timing repair <==
item | CTS | global route
pin swaps | 7 | 6
setup buffers | 3 | 0
gates resized | 47 | 10
hold endpoints to repair | 0 | 0
endpoints found under the setup margin | 4 | 4
==> final timing paths <==
check	from	end	slack, ps
max	i[0]	idle	-40
min	i[7]	y[0]	640
==> logic make-up (layout without fill, tap and decap cells) <==
group,after synthesis,after routing,synth area share
simple gates,5,5,0.519
buf+inv,2,20,0.111
compound gates,4,4,0.370
==> area by class of cell <==
type | instances | area [um^2] | area share
repair buffers | 18 | 140 | 0.443
multi-input cells | 9 | 111 | 0.352
well taps | 46 | 57.6 | 0.182
inverters | 2 | 7.51 | 0.0237
==> cell usage in the layout (no fill, tap or decap) <==
cell type	n
buf_2	7
nand2_4	1
a21oi_2	2
buf_6	3
clkdlybuf4s15_1	1
buf_4	5
dlygate4sd2_1	1
nor2_4	3
nor4b_4	1
inv_1	1
inv_2	1
buf_8	1
o31ai_2	2
==> layer usage <==
layer	share of wire	global-route usage	vias up
met2	0.49	0.0249	6
met1	0.43	0.0152	64
met4	0	0	0
li1	-	-	76
met3	0.079	0.00341	0
met5	0	0	-
==> power by group <==
group | internal [uW] | leakage [uW] | total (uW) | switching, uW
combinational | 54.1 | 0.000130 | 92.5 | 38.4
sequential | 0 | 0 | 0 | 0
clock | 0 | 0 | 0 | 0
total | 54.1 | 0.000130 | 92.5 | 38.4
==> synthesized netlist by cell type <==
library cell  number
a21oi_1            2
inv_1              2
nand2_2            1
nor2_1             2
nor2_2             1
nor4b_2            1
o31ai_1            2
==> per-stage QoR <==
stage | TNS, ps | util | hold WS (ps)
final | -37.9 | 0.0927 | 641
after CTS | -141 | 0.0824 | 655
after floorplan | 0 | - | 413
after detailed placement | -2770 | 0.0784 | 1320
after global routing | -63.7 | 0.0927 | 658
after global placement | -2720 | 0.0784 | 1330
==> critical path: cells and delay by family <==
family                 cells  cell delay (ps)
buffers and inverters      2              380
and+or+nand+nor            1              250
Power and IR drop assume default switching activity.
